==> design.v <==
module RIM(
    input clk,rst_n,in_valid,
    input [7:0] maze,
    output reg out_valid,
    output reg [2:0] out_row,out_col
);
reg [79:0] map;
reg [3:0] count_rat;
reg [2:0] count_maze;
reg [2:0] col,row;
reg [2:0] ans_col [0:14];
reg [2:0] ans_row [0:14];
reg [3:0] path_num;
wire [3:0] stack_path_num;
wire [2:0] stack_row,stack_col;
wire down_right;
wire [6:0] project_p,project_p_d,project_p_r;
assign project_p = (row<<3)+row+col;
assign project_p_d = project_p+9;
assign project_p_r = project_p+1;
wire dead_path;
wire [6:0] map_l;
assign map_l = {count_maze,count_maze};
wire complete_ans;
assign complete_ans = (path_num==15 && count_rat!=15)? 1'b1:1'b0;
always@(posedge clk or negedge rst_n)begin
    if(!rst_n)begin
        count_maze <= 3'd0;
        col <= 3'd0;
        row <= 3'd0;
        map <= 80'd0;
        path_num <= 0;
    end else begin
        if(in_valid)begin
            map[map_l]   <= maze[0];
            map[map_l+1] <= maze[1];
            map[map_l+2] <= maze[2];
            map[map_l+3] <= maze[3];
            map[map_l+4] <= maze[4];
            map[map_l+5] <= maze[5];
            map[map_l+6] <= maze[6];
            map[map_l+7] <= maze[7];
            map[79] <= 1'b1;
            count_maze <= count_maze+1;
            col<=3'd0;
            row<=3'd0;
            path_num <= 4'd0;
        end else begin
            map[project_p] <= 1'b0;
            if (!complete_ans) begin
                if(dead_path) begin
                    row <= stack_row;
                    col <= stack_col;
                    path_num <= stack_path_num;
                end else begin
                    ans_row[path_num] <= row;
                    ans_col[path_num] <= col;
                    if(down_right)
                        col<=col+1;
                    else
                        row<=row+1;
                    path_num <= path_num+1;
                end
            end 
        end
    end
end
wire stack_w_en;
corner now_corner(
    .down_p(map[project_p_d]),
    .right_p(map[project_p_r]),
    .down_right(down_right),
    .dead_path(dead_path),
    .is_corner_out(stack_w_en)
);
stack my_stack(
    .clk(clk),
    .rst_n(rst_n),
    .w_en(stack_w_en),
    .pop(dead_path),
    .clr(in_valid),
    .row_in(row),
    .col_in(col),
    .path_num_in(path_num),
    .row_out(stack_row),
    .col_out(stack_col),
    .path_num_out(stack_path_num)
);
always@(posedge clk or negedge rst_n)begin
    if(!rst_n)begin
        count_rat<=0;
        out_col<=0;
        out_row<=0;
    end else begin
        if(complete_ans)begin
            out_col <=ans_col[count_rat];
            out_row <=ans_row[count_rat];
            count_rat <= count_rat+1;
        end else begin
            count_rat<=0;
            out_col<=0;
            out_row<=0;
        end
    end
end
always@(posedge clk,negedge rst_n)begin
    if(!rst_n)begin
        out_valid<=0;
    end else begin
        if(complete_ans)
            out_valid <= 1;
        else 
            out_valid <= 0;
    end
end
endmodule
module corner(
    input down_p,right_p,
    output down_right,dead_path,
    output is_corner_out
);
assign is_corner_out = down_p & right_p;
assign down_right = right_p ^ is_corner_out;
assign dead_path = ~(right_p | down_p);
endmodule
module stack(
    input clk,rst_n,w_en,pop,clr,
    input [2:0] row_in,col_in,
    input [3:0] path_num_in,
    output [2:0] row_out,col_out,
    output [3:0] path_num_out
);
reg [2:0] count;
reg [2:0] stack_row [0:6];
reg [2:0] stack_col [0:6];
reg [3:0] stack_path_num [0:6];
assign row_out=stack_row[count-1];
assign col_out=stack_col[count-1];
assign path_num_out=stack_path_num[count-1];
always@(posedge clk or negedge rst_n)begin
    if(!rst_n)begin
        count<=0;
    end else begin
        if(clr)
            count<=0;
        else if(w_en)begin
            stack_row[count] <= row_in;
            stack_col[count] <= col_in;
            stack_path_num[count] <= path_num_in;
            count <= count + 1;
        end else if(pop)
            count <= count - 1; 
    end
end
endmodule
==> run.sh <==
#!/bin/bash
# OpenROAD 26Q1-2900-gdf79404cd8, Yosys 0.63+post, stock flow scripts
make -C /OpenROAD-flow-scripts/flow DESIGN_CONFIG=/design/flow/config.mk WORK_HOME=/design/flow/orfs finish
==> config.mk <==
export PLATFORM = sky130hd
export DESIGN_NAME = RIM
export DESIGN_NICKNAME = RIM
export VERILOG_FILES = /design/flow/design.v
export SDC_FILE = /design/flow/constraint.sdc
export NUM_CORES = 4
export LEC_CHECK = 1
export CORE_UTILIZATION = 30
==> constraint.sdc <==
current_design RIM

set clk_period 8.5
set clk_io_pct 0.2

create_clock -name clk0 -period $clk_period [get_ports {clk}]

set non_clock_inputs [all_inputs -no_clocks]
set_input_delay [expr $clk_period * $clk_io_pct] -clock clk0 $non_clock_inputs
set_output_delay [expr $clk_period * $clk_io_pct] -clock clk0 [all_outputs]
==> impl_metrics.tcl <==
# metrics dict for downstream scripts
set metrics [dict create \
    outcome "finished clean" \
    yosysChipArea_um2 23210 \
    path_class "reg2reg" \
    ant_nets 0 \
    wirelength_mm 165.7 \
    drtPass1Iterations 9 \
    grt_pass1_vias 26020 \
    grt_pass1_wl_mm 224.6 \
    finalMaxSlewViolations 0 \
    port_buffers 17 \
    cts_sinks 267 \
    cp.depth 12 \
    post-route-drc-count 0 \
    r2r_cells 12 \
    fin_cells 3851 \
    hold_viol 0 \
    synth_area_per_cell_um2 8.257 \
    grt_usage_pct 43.28 \
    r2r-end "map[48]" \
    coreArea_um2 76200 \
    r2r_start "count_maze[2]" \
    top_cell "nand2_1" \
    topCellsByArea "edfxtp_1 (21%), dfrtp_1 (12%), nand2_1 (5.6%), nor2_1 (4.0%), o22ai_1 (3.6%)" \
    warning_count 64 \
    yosys_cells 2811 \
    synth_area_um2 23210 \
    ys_seq_share_pct 32.24 \
    cpPeakStageDelay_ps 980 \
    hpwl_mm 120.1 \
    yosys.cell_types.count 110 \
    top_area_cell "edfxtp_1" \
    finalCritPeriodShare_pct 66.51 \
    critPathBufInv 4 \
    top_cell_area_share_pct 20.70 \
    synthFlopType "edfxtp_1" \
    cts_resized 0 \
    cts-root-buf "clkbuf_16" \
    fmax_mhz 176.9 \
    fp_util_pct 30.46 \
    cts.reportedPaths.clkPinSlew_ps 90 \
    synthArstFlopShare_pct 40.07 \
    crit_end "map[48]" \
    worstPathArrival_ps 6160 \
    setup_ws_ps 2847 \
    vias 27878 \
    num_io_pins 18 \
    drtIter0Drc 4372 \
    postCtsSetupBuffers 0 \
    hold_ws_ps 528.8 \
    placed_cells 3777 \
    hp-class "reg2reg" \
    maxSlewHeadroom_pct 8.280 \
    reg2reg_setup_slack_ps 2850 \
    finalCriticalPeriod_ps 5653 \
    synth-edff-count 160 \
    die_w_um 280.1 \
    holdBufCountCts 0 \
    fillers 7931 \
    syn_to_final_growth_pct 12.16 \
    fin_setup_tns_ps 0 \
    grt_setup_unrepaired "no" \
    dp_slack_ps 3249 \
    cp-startpoint "count_maze[2]" \
    ys_top_cells_by_count "nand2_1 (346), nor2_1 (246), clkbuf_1 (203), edfxtp_1 (160), nand3_1 (151)" \
    critPathTopFamily "AND-OR/OR-AND gates" \
    setup_violations 0 \
    end_kind "register" \
    drive_above_1_share_pct 11.17 \
    synth_warnings 7 \
    insertion_delay_ps 620 \
    die_y_um 280.1 \
    cp_cell_sequence "buf_4, ha_1, inv_1, ha_1, buf_4, clkinv_1, nor3_1, a221oi_1, o32a_1, o22ai_1, a21oi_1, a311o_1" \
    gp_congestion 1.154 \
    grt_overflow 0 \
    antenna_found_initial 20 \
    start_kind "register" \
    rows 101 \
    cts_tree "yes" \
    crit_required_ps 9000 \
    syn_inst 2811 \
    cts_buffers 30 \
    max-cap-violations 0 \
    cts_max_level 1 \
    critPathSlowestCell "nor3_1" \
    synth-seq-cells 267 \
    grt_max_degree 58 \
    cp_max_fo 46 \
    clockBufferDepth 3 \
    fin_skew_ps 36.75 \
    die_area_um2 78480 \
    viasPerCell 7.239 \
    tightest_slew_ps 1365 \
    wire_per_inst_um 43.03 \
]
-- cell families (layout without fill, tap and decap cells) --
group | Yosys count | in the layout | synth area share [%]
buffers and inverters | 278 | 270 | 4.787
adders and majority gates | 57 | 57 | 3.100
and+or+nand+nor | 1078 | 1078 | 22.18
other | 0 | 18 | 0
AOI/OAI and AO/OA | 1010 | 1010 | 31.54
muxes | 90 | 90 | 4.873
xor gates and xnor gates | 31 | 31 | 1.288
DFF | 267 | 267 | 32.24
-- worst register-to-register path, cell delays in order (launching register included) --
cell and delay (ps):
dfrtp_1 390, buf_4 330, ha_1 480, inv_1 170, ha_1 160, buf_4 330
clkinv_1 750, nor3_1 990, a221oi_1 250, o32a_1 240, o22ai_1 980, a21oi_1 160
a311o_1 320
-- cell usage in the layout, fill, tap and decap left out, types with 86 or more instances in the layout --
master / instances
o211ai_1: 93
nor2_1: 242
edfxtp_1: 160
nand3_1: 151
o22ai_1: 134
a21oi_1: 126
buf_4: 170
dfrtp_1: 107
nor3_1: 86
nand2_1: 346
o21ai_0: 123
-- registers in the layout, indices dropped and copies added, names as in the netlist --
name / flops
ans_col: 45
ans_row: 45
col: 3
count_maze: 3
count_rat: 4
map: 80
my_stack.count: 3
my_stack.stack_col: 21
my_stack.stack_path_num: 28
my_stack.stack_row: 21
out_col: 3
out_row: 3
out_valid: 1
path_num: 4
row: 3
-- through the flow --
step / utilization [%] / instance area (um^2)
after floorplan: - / 23210
after global placement: 32.77 / 24970
after detailed placement: 32.77 / 24970
after CTS: 34.10 / 25990
after global routing: 34.11 / 26000
final: 34.16 / 26030
-- layout make-up --
cell class	count	area (um^2)	share of cell area (%)
inverters	29	108.9	0.4182
flip-flops and latches	267	7482	28.74
multi-input cells	2266	14660	56.33
clock buffers	34	775.7	2.980
well taps	1030	1289	4.951
diodes	18	45.04	0.1730
clock inverters	22	241.5	0.9277
repair buffers	185	1426	5.479
-- metal layers --
metal	GRT usage (%)	share of wire, %	vias to the layer above
met2	57.95	39	2597
li1	-	-	11063
met1	51.89	35	13419
met5	0.8130	0.060	-
met4	31.67	10	14
met3	24.03	15	785
-- worst min-delay path by stage --
stage                   to  cells after the start  slack [ps]         start
CTS           count_rat[0]                      1         530  count_rat[0]
global route  count_rat[0]                      1         570  count_rat[0]
finish        count_rat[0]                      1         530  count_rat[0]
